**run.sh**
```bash
#!/bin/bash
# OpenROAD 26Q1-2900-gdf79404cd8, Yosys 0.63+post, stock flow scripts
make -C /OpenROAD-flow-scripts/flow DESIGN_CONFIG=/design/flow/config.mk WORK_HOME=/design/flow/orfs finish
```
**config.mk**
```make
export PLATFORM = sky130hd
export DESIGN_NAME = debounce_short
export DESIGN_NICKNAME = debounce_short
export VERILOG_FILES = /design/flow/design.v
export SDC_FILE = /design/flow/constraint.sdc
export NUM_CORES = 4
export LEC_CHECK = 1
export CORE_AREA = 10 10 91 91
export DIE_AREA = 0 0 101 101
```
**constraint.sdc**
```tcl
current_design debounce_short

set clk_period 4.7
set clk_io_pct 0.2

create_clock -name clk0 -period $clk_period [get_ports {clk}]

set non_clock_inputs [all_inputs -no_clocks]
set_input_delay [expr $clk_period * $clk_io_pct] -clock clk0 $non_clock_inputs
set_output_delay [expr $clk_period * $clk_io_pct] -clock clk0 [all_outputs]
```
**design.v**
```verilog
`timescale 1 ns / 100 ps
module debounce #(parameter CNT = 21)
	(
	input       clk, button_in,     
	output reg 	button_out = 0			 
	);
	parameter N = CNT ;       
	reg  [N-1 : 0]	q_reg;   
	reg  [N-1 : 0]	q_next;
	reg DFF1, DFF2;			 
	wire q_add;				 
	wire q_reset;
	assign q_reset = (DFF1  ^ DFF2);     
	assign  q_add = ~(q_reg[N-1]);	     
	always @ (*)
		begin
			case( {q_reset , q_add})
				2'b00 :
						q_next <= q_reg;
				2'b01 :
						q_next <= q_reg + 1;
				default :
						q_next <= { N {1'b0} };
			endcase
		end
	always @ ( posedge clk )
        begin
            DFF1 <= button_in;
            DFF2 <= DFF1;
            q_reg <= q_next;
        end
	always @ ( posedge clk )
		begin
			if(q_reg[N-1] == 1'b1)
					button_out <= DFF2;
			else
					button_out <= button_out;
		end
endmodule
localparam defval = 1;   
module debounce_short #(parameter DEBOUNCE_CNT=21) (
    input logic clk,
    input logic rst,
    input logic btn,
    output logic raised = 0
);
    logic oldval = 0;
    logic btn_val;
    debounce #(.CNT(DEBOUNCE_CNT)) deby (clk, btn, btn_val);
    always @(posedge clk or negedge rst) begin
        if (!rst) begin
            raised <= 0;
        end
        else begin
            if (btn_val != defval) begin
                if (oldval != btn_val) begin
                    raised <= 1;
                end
                else
                    raised <= 0;
            end
            oldval <= btn_val;
        end
    end
endmodule
```
==> flow_summary.toml <==
# implementation run metrics
[cells_and_area]
drive_gt1_frac = 0.0855
largest_reg_flops = 21
fin_cells = 194
area_delta_synth_final_pct = 14.0
fin_area_um2 = 1450

[floorplan]
die_area_um2 = 10200
io_pins = 4
fp_util = 0.200
dieWidth_um = 101
placeableCoreArea_um2 = 6350
rows = 29
die_h_um = 101

[logic_synthesis]
yosysUniqueCellTypes = 29
ys_sh_xor = 0.0965
ys_chip_area_um2 = 1270
synthMuxAreaShare = 0.0167
aoi_share = 0.0335
ys_sh_adder = 0.00984
synth_stat.cells = 112
ys_warn_count = 2
synth_flops = 26
syn_avg_cell_area_um2 = 11.4
synthesis.area_um2 = 1270
ys_seq_share = 0.594
top_logic_kind = "simple AND/OR/NAND/NOR gates"
synth_cells = 112
synth-simple-area-share = 0.225

[setup_path]
cp.depth = 1
ff2ff_path_depth = 5
worst-path-max-fanout = 2
crit_path_end_kind = "primary output"
critPathBufInv = 1
startpoint_type = "flop"
path_class = "flop to primary output"
worstPathRequired_ns = 3.76
arrival_ns = 1.08
cp_top_family = "buffers and inverters"
crit_slowest_cell = "clkdlybuf4s50_1"
max_stage_delay_ns = 0.46
crit_chain = "clkdlybuf4s50_1"

[global_route]
grt_pass1_wl_um = 3480
grt_usage = 0.0409
grt_max_degree = 22
grt.overflow.total = 0
antenna_found_initial = 0
grt_pass1_vias = 768

[pwr]
total_power_uw = 422
p_leak_nw = 0.494
power.density_nw_per_um2 = 291
peakVddDrop_uv = 121

[clocking]
cts_buffers = 3
cts_resized = 0
worstSkewPairLatency_ns = 0.27
h-tree-depth = 1
cts_tree = "done"
clkTransAtPathRegs_ns = 0.09
clock-sinks = 26
clock_path_buffers = 2
clockRootBuffer = "clkbuf_8"
postCtsSetupBuffers = 0
ctsHoldBuffers = 0

[routing]
viasPerCell = 4.08
vias = 792
ant_nets = 0
totalWireLength_um = 2040
dr.pass1.iters = 4
drt_first_iter_violations = 33
diodes = 0
wl_per_cell_um = 10.5
drc = 0

[min_path]
holdPathStages = 0
hold_class = "flop to flop"

[final_timing]
hold_violations = 0
rsz0062_at_grt = "no"
drv_slew = 0
finalCritPeriodShare = 0.430
fin_tns_setup_ns = 0
period_minus_slack_ns = 2.02
tightest_slew_ns = 0.480
fmax_ghz = 0.495
maxSlewHeadroom = 0.678
fin_skew_ns = 0.00141
finalSetupViolCount = 0

[placement]
dp_hpwl_um = 1340
place_area_um2 = 1390
dp.cells = 190
finalWeightedCongestion = 0.746
port_buffers = 3

[flow_run]
warnings = 25
cap_violations = 0

[outcome]
status = "finished clean"
==> where the power goes <==
part / total [mW] / internal, mW / switching, mW
Clock: 0.144 / 0.0749 / 0.0693
Sequential: 0.260 / 0.255 / 0.00479
Combinational: 0.0178 / 0.00738 / 0.0104
==> layout make-up <==
type	count	area [um2]
Timing Repair Buffer	4	37.5
Multi-Input combinational cell	78	485
Fill cell	650	4900
Tap cell	77	96.3
Sequential cell	26	756
Clock buffer	4	55.1
Inverter	5	18.8
==> cells in the mapped netlist, drive strengths merged <==
cell type,instances,area share
a21o,1,0.0059
a21oi,4,0.016
and2,1,0.0049
and3,3,0.015
and4,1,0.0069
buf,1,0.0029
clkbuf,2,0.0059
dfrtp,1,0.020
dfxtp,2,0.031
edfxtp,23,0.54
ha,1,0.0098
inv,5,0.015
mux2,1,0.0089
mux2i,1,0.0079
nand2,6,0.018
nand3,8,0.031
nand4,3,0.027
nor2,16,0.047
nor3,5,0.020
nor4,3,0.015
nor4b,1,0.0069
o21ai,3,0.012
or2,1,0.0049
or3,5,0.030
xnor2,11,0.076
xor2,3,0.021
==> cells in the final DEF (no fill, tap or decap) <==
cell type,netlist,routed
inv_1,5,5
a21oi_1,4,4
dfxtp_1,2,2
clkdlybuf4s50_1,0,3
or3_2,1,1
nand4_4,1,1
or3_1,3,3
and3_1,3,3
dfrtp_1,1,1
clkbuf_8,0,4
edfxtp_1,23,23
mux2_2,1,1
nor2_1,16,16
a21o_1,1,1
and4_1,1,1
or2_2,1,1
xnor2_1,11,11
mux2i_1,1,1
ha_1,1,1
and2_1,1,1
or3_4,1,1
nor4b_1,1,1
xor2_1,3,3
nor3_1,5,5
nand4_1,2,2
nand2_1,6,6
o21ai_0,3,3
buf_4,0,1
nor4_1,3,3
nand3_1,8,8
==> layer usage <==
layer	part of all wire	track usage
met5	0	0
met4	0.0098	0.00429
met3	0.043	0.0166
met2	0.43	0.0629
met1	0.52	0.0554
==> kinds of logic after synthesis <==
family | after synthesis
DFF | 26
muxes | 2
and+or+nand+nor | 53
adders and majority gates | 1
AOI/OAI and AO/OA | 8
xor gates and xnor gates | 14
buffers and inverters | 8
==> per-stage QoR <==
stage / hold WS (ns) / worst slack, ns / utilization
3_5_place_dp: 0.358 / 2.85 / 0.220
4_1_cts: 0.370 / 2.66 / 0.228
3_3_place_gp: 0.354 / 2.87 / 0.220
2_1_floorplan: 0.349 / 3.03 / -
6_report: 0.366 / 2.68 / 0.228
5_1_grt: 0.388 / 2.59 / 0.228
==> worst paths after layout <==
kind | startpoint | to | slack [ns]
min in group asynchronous | rst | raised | 0.82
setup reg to reg | deby.q_reg[0] | deby.q_reg[18] | 2.83
hold / removal | deby.DFF1 | deby.DFF2 | 0.37
hold reg to reg | deby.DFF1 | deby.DFF2 | 0.37
max in group asynchronous | rst | raised | 3.76
setup / recovery | raised | raised | 2.68
Power is estimated from default activity; no workload was simulated.
